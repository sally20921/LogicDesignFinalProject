`design.v`:
```
module bin2bcd
(
	input [7:0] binary,
	output reg [3:0] Hundreds,
	output reg [3:0] Tens,
	output reg [3:0] Ones
);
integer i;
always @(binary)
begin
	Hundreds = 4'b0;
	Tens = 4'b0;
	Ones = 4'b0;
	for(i=7; i>=0; i=i-1)
	begin
		if(Hundreds >= 5)
			Hundreds = Hundreds + 3;
		if(Tens >= 5)
			Tens = Tens + 3;
		if(Ones >= 5)
			Ones = Ones + 3;
		Hundreds = Hundreds << 1;
		Hundreds[0] = Tens[3];
		Tens = Tens << 1;
		Tens[0] = Ones[3];
		Ones = Ones << 1;
		Ones[0] = binary[i];
	end
end
endmodule
module buttonStateMachine
(
	input mclk,
	input b0,
	input b1,
	input b2,
	input reset,
	output run,
	output b1pos,
	output b2pos,
	output resetAll
);
reg b0Delayed0 = 1'b0;
reg b0Delayed1 = 1'b0;
reg b0Delayed2 = 1'b0;
wire posedgeDetect0;
reg rsDelayed0 = 1'b0;
reg rsDelayed1 = 1'b0;
reg rsDelayed2 = 1'b0;
wire posedgeDetectrs;
always @(posedge mclk)
begin
	rsDelayed0 <= reset;
	rsDelayed1 <= rsDelayed0;
	rsDelayed2 <= rsDelayed1;
	if(rsDelayed2 == 1'b1)
	begin
		b0Delayed0 <= 1'b0;
		b0Delayed1 <= 1'b0;
		b0Delayed2 <= 1'b0;
	end
	else
	begin
		b0Delayed0 <= b0;
		b0Delayed1 <= b0Delayed0;
		b0Delayed2 <= b0Delayed1;
	end
end
assign posedgeDetect0 = ~b0Delayed2 & b0Delayed1;
assign b1pos = b1;
assign b2pos = b2;
reg runState = 1'b0;
always @(posedge mclk)
begin
	if(rsDelayed2 == 1'b1)
	begin
		runState <= 1'b0;
	end
	else
	begin
		if(posedgeDetect0)  
		begin
			runState <= ~runState;
		end
	end
end
assign run = runState;  
assign resetAll = rsDelayed2;  
endmodule
module ledbar
(
	input mclk,
	input b1,
	input reset,
	input run,
	output reg [3:0] led = 4'b0000
);
reg b1Delayed0 = 1'b0;
reg b1Delayed1 = 1'b0;
reg b1Delayed2 = 1'b0;
wire posedgeDetect1;
assign posedgeDetect1 = ~b1Delayed2 & b1Delayed1;
reg [19:0] clk100hz = 20'h0_0000;
reg [2:0] ledState = 3'h0;
always @(posedge mclk)
begin
	if(reset == 1'b1)
	begin
	led <= 4'b0000;
	clk100hz <= 20'h0_0000;
	ledState <= 3'h0;
	b1Delayed0 <= 1'b0;
	b1Delayed1 <= 1'b0;
	b1Delayed2 <= 1'b0;
	end
	else
	begin
		b1Delayed0 <= b1;
		b1Delayed1 <= b1Delayed0;
		b1Delayed2 <= b1Delayed1;
		if(run == 1'b1)
		begin
			clk100hz <= clk100hz + 20'h0_0001;
			if(clk100hz >= 20'h3_0D40)  
			begin
				clk100hz <= 20'h0_0000;
				case (ledState[2:0])
					3'h0:
					begin
						led <= 4'b0001;
						ledState <= 3'h1;
					end
					3'h1:
					begin
						led <= 4'b0011;
						ledState <= 3'h2;
					end
					3'h2:
					begin	
						led <= 4'b0111;
						ledState <= 3'h3;
					end
					3'h3:
					begin
						led <= 4'b1111;
						ledState <= 3'h4;
					end
					default:
					begin
						led <= 4'b0000;
						ledState <= 3'h0;
					end
				endcase
			end
		end
		else
		begin
			if(posedgeDetect1)
			begin
				led <= 4'b0000;
				clk100hz <= 20'h0_0000;
				ledState <= 3'h0;
			end
		end
	end
end
endmodule
module seg7Display
(
	input mclk,
	input reset,
	input run,
	input b2Posedge,
	input [7:0] min,  
	input [7:0] sec,  
	input [7:0] mil,  
	output [6:0] minHigh,  
	output [6:0] minLow,  
	output [6:0] secHigh,  
	output [6:0] secLow,  
	output [6:0] milHigh,  
	output [6:0] milLow  
);
reg laptimeState = 1'b0;  
reg [7:0] minBuf = 8'b0000_0000;  
reg [7:0] secBuf = 8'b0000_0000;  
reg [7:0] milBuf = 8'b0000_0000;  
reg [7:0] outputMin = 8'b0000_0000;
reg [7:0] outputSec = 8'b0000_0000;
reg [7:0] outputMil = 8'b0000_0000;
reg b2Delayed0 = 1'b0;
reg b2Delayed1 = 1'b0;
reg b2Delayed2 = 1'b0;
wire posedgeDetect2;
assign posedgeDetect2 = ~b2Delayed2 & b2Delayed1;
always @(posedge mclk)
begin
	if(reset == 1'b1)
	begin
		laptimeState = 1'b0;  
		minBuf = 8'b0000_0000;  
		secBuf = 8'b0000_0000;  
		milBuf = 8'b0000_0000;  
		outputMin = 8'b0000_0000;
		outputSec = 8'b0000_0000;
		outputMil = 8'b0000_0000;
		b2Delayed0 = 1'b0;
		b2Delayed1 = 1'b0;
		b2Delayed2 = 1'b0;
	end
	else
	begin
		b2Delayed0 <= b2Posedge;
		b2Delayed1 <= b2Delayed0;
		b2Delayed2 <= b2Delayed1;
		if(posedgeDetect2 && (run == 1'b1))
		begin
			laptimeState = 1'b1;
			minBuf[7:0] <= min[7:0];
			secBuf[7:0] <= sec[7:0];
			milBuf[7:0] <= mil[7:0];
		end
		if((run == 1'b1) && (laptimeState == 1'b1))  
		begin
			outputMin[7:0] <= minBuf[7:0];
			outputSec[7:0] <= secBuf[7:0];
			outputMil[7:0] <= milBuf[7:0];
		end
		else if(run == 1'b0)  
		begin
			laptimeState <= 1'b0;
			outputMin[7:0] <= min[7:0];
			outputSec[7:0] <= sec[7:0];
			outputMil[7:0] <= mil[7:0];
		end
		else  
		begin
			outputMin[7:0] <= min[7:0];
			outputSec[7:0] <= sec[7:0];
			outputMil[7:0] <= mil[7:0];
		end
	end
end
seg7dec2 minseg(.val(outputMin), .highDigit(minHigh), .lowDigit(minLow));  
seg7dec2 secseg(.val(outputSec), .highDigit(secHigh), .lowDigit(secLow));  
seg7dec2 milseg(.val(outputMil), .highDigit(milHigh), .lowDigit(milLow));  
endmodule
module seg7dec 
(
	input [3:0] val,
	output reg [6:0] seg  
);
always @(*)
begin
	case (val[3:0])
		4'h0: seg[6:0] = 7'b111_1110;
		4'h1: seg[6:0] = 7'b011_0000;
		4'h2: seg[6:0] = 7'b110_1101;
		4'h3: seg[6:0] = 7'b111_1001;
		4'h4: seg[6:0] = 7'b011_0011;
		4'h5: seg[6:0] = 7'b101_1011;
		4'h6: seg[6:0] = 7'b101_1111;
		4'h7: seg[6:0] = 7'b111_0010;
		4'h8: seg[6:0] = 7'b111_1111;
		4'h9: seg[6:0] = 7'b111_1011;
		4'hA: seg[6:0] = 7'b111_0111;
		4'hB: seg[6:0] = 7'b111_1111;
		4'hC: seg[6:0] = 7'b100_1110;
		4'hD: seg[6:0] = 7'b111_1110;
		4'hE: seg[6:0] = 7'b100_1111;
		default: seg[6:0] = 7'b100_0111;  
	endcase
end
endmodule
module seg7dec2
(
	input [7:0] val,
	output [6:0] highDigit,
	output [6:0] lowDigit
);
wire [3:0] hundreds;
wire [3:0] tens;
wire [3:0] ones;
bin2bcd bcd(.binary(val), .Hundreds(hundreds), .Tens(tens), .Ones(ones));
seg7dec high(.val(tens), .seg(highDigit));
seg7dec low(.val(ones), .seg(lowDigit));
endmodule
module timer
(
	input mclk,
	input reset,
	input run,
	input b1Posedge,
	output reg [7:0] minute = 8'b0,
	output reg [7:0] second = 8'b0,
	output reg [7:0] ms10 = 8'b0
);
reg b1Delayed0 = 1'b0;
reg b1Delayed1 = 1'b0;
reg b1Delayed2 = 1'b0;
wire posedgeDetect1;
assign posedgeDetect1 = ~b1Delayed2 & b1Delayed1;
reg resetState = 1'b0;
reg [19:0] clk100hz = 20'h0_0000;
always @(posedge mclk)
begin
	if(reset == 1'b1)  
	begin
		b1Delayed0 = 1'b0;
		b1Delayed1 = 1'b0;
		b1Delayed2 = 1'b0;
		resetState = 1'b0;
		clk100hz = 20'h0_0000;
		minute[7:0] <= 8'b0000_0000;
		second[7:0] <= 8'b0000_0000;
		ms10[7:0] <= 8'b0000_0000;
	end
	else
	begin
		b1Delayed0 <= b1Posedge;
		b1Delayed1 <= b1Delayed0;
		b1Delayed2 <= b1Delayed1;
		if((run == 1'b0) && posedgeDetect1)
		begin
			resetState <= 1'b1;
		end
		if((run == 1'b0) && (resetState == 1'b1))  
		begin
			minute[7:0] <= 8'b0000_0000;
			second[7:0] <= 8'b0000_0000;
			ms10[7:0] <= 8'b0000_0000;
			resetState <= 1'b0;
			clk100hz <= 20'h0_0000;
		end
		else if(run == 1'b1) 
		begin
			clk100hz <= clk100hz + 20'h0_0001;
			if(clk100hz >= 20'h0_2710)  
			begin
				clk100hz <= 20'h0_0000;
				if(minute == 8'b0110_0100)  
				begin
					minute[7:0] <= 8'b0000_0000;
				end
				if(second == 8'b0011_1100)  
				begin
					minute[7:0] <= minute[7:0] + 8'b1;
					second[7:0] <= 8'b0000_0000;
				end
				if(ms10 == 8'b0110_0011)  
				begin
					second[7:0] <= second[7:0] + 8'b1;
					ms10[7:0] <= 8'b0000_0000;
				end
				else
				begin
					ms10[7:0] <= ms10[7:0] + 8'b1;
				end
			end
		end
	end
end
endmodule
module watch
(
	input mclk,
	input b0,
	input b1,
	input b2,
	input reset,
	output [6:0] segMin1,  
	output [6:0] segMin2,  
	output [6:0] segSec1,  
	output [6:0] segSec2,  
	output [6:0] segmil1,  
	output [6:0] segmil2,  
	output [3:0] led
);
wire runState;
wire b1Posedge;
wire b2Posedge;
wire resetAll;
wire resetin;
assign resetin = ~reset;
buttonStateMachine bsm(	.mclk(mclk), .b0(b0), .b1(b1), .b2(b2), .reset(resetin)
						, .run(runState), .b1pos(b1Posedge), .b2pos(b2Posedge), .resetAll(resetAll));
wire [7:0] min;  
wire [7:0] sec;  
wire [7:0] mil;  
timer gettimer(	.mclk(mclk), .reset(resetAll)
				, .run(runState), .b1Posedge(b1Posedge)
				, .minute(min), .second(sec), .ms10(mil));  
ledbar ledb(.mclk(mclk), .b1(b1Posedge), .reset(resetAll), .run(runState), .led(led));
seg7Display seg(.mclk(mclk), .reset(resetAll)
				, .run(runState), .b2Posedge(b2Posedge)  
				, .min(min), .sec(sec), .mil(mil)  
				, .minHigh(segMin1), .minLow(segMin2)  
				, .secHigh(segSec1), .secLow(segSec2)
				, .milHigh(segmil1), .milLow(segmil2));
endmodule
```
`run.sh`:
```
#!/bin/bash
# OpenROAD 26Q1-2900-gdf79404cd8, Yosys 0.63+post, stock flow scripts
make -C /OpenROAD-flow-scripts/flow DESIGN_CONFIG=/design/flow/config.mk WORK_HOME=/design/flow/orfs finish
```
`config.mk`:
```
export PLATFORM = sky130hd
export DESIGN_NAME = watch
export DESIGN_NICKNAME = watch
export VERILOG_FILES = /design/flow/design.v
export SDC_FILE = /design/flow/constraint.sdc
export NUM_CORES = 4
export LEC_CHECK = 1
export CORE_UTILIZATION = 40
```
`constraint.sdc`:
```
current_design watch

set clk_period 9.2
set clk_io_pct 0.2

create_clock -name clk0 -period $clk_period [get_ports {mclk}]

set non_clock_inputs [all_inputs -no_clocks]
set_input_delay [expr $clk_period * $clk_io_pct] -clock clk0 $non_clock_inputs
set_output_delay [expr $clk_period * $clk_io_pct] -clock clk0 [all_outputs]
```
==> results.env <==
DRT-PASS1-ITER-COUNT=5
H-TREE-DEPTH=4
TIMING.HOLD.WORST.CLASS='flop to flop'
CTSLONGESTPATHBUFFERS=2
CTS_TREE='yes'
CRIT_REQUIRED_PS=7360
SETUP_VIOLATING_ENDPOINT_COUNT_IN_THE_FINAL_REPORT=0
SYNTH_STAT.CELLS=1309
GLOBALPLACE.CONGESTION=0.872
SYN_AVG_CELL_AREA_SQ_UM=7.55
POSTSYNTHSEQSHARE=0.269
DRC=0
SHARE_SEQ_OF_TOTAL_POWER=0.452
CORE_REGION_AREA_SQ_UM=24200
GRT_OVERFLOW=0
PINS_OVER_THEIR_SLEW_LIMIT=0
SLEW-LIMIT-HEADROOM=0.453
CTS.REPORTEDPATHS.CLKPINSLEW_PS=60
CRITICAL_PATH.STARTPOINT_TYPE='flop'
DESIGN.PORTCOUNT=51
NUMPLACEDINSTANCES=1634
CP-END-KIND='primary output'
FLOORPLAN.CORE_UTIL=0.408
MAX_SLEW.WORST_PIN.SLEW_PS=821
MAX_FREQ_MHz=114
SYNTH_TOP_FLOP_CELL='sky130_fd_sc_hd__dfxtp_1'
DRT_ITER0_DRC=581
SYNTH-EDFF-COUNT=0
YOSYS.AREA.TOP_TYPE='sky130_fd_sc_hd__dfxtp_1'
WORSTSETUPSTARTPOINT='seg.outputMin[5]'
LAYOUT_OVERHEAD_ON_THE_SYNTHESIZED_AREA_PCT=15.1
ANTENNA_LEFT=0
CTS.SINKS=133
SYNTH_AREA_SQ_UM=9880
WORST_HOLD_STARTPOINT='bsm.rsDelayed1'
INTERNAL-POWER_mW=1.03
TRITONCTS.NUM_BUFFERS=17
LEAKAGEPOWER_nW=4.24
POWER.SWITCHING_mW=0.261
WARNING_COUNT=66
ASYNCSETRESETFLOPFRACSYNTH=0
DETAIL_ROUTE.ANTENNA_DIODES=0
YOSYS_REGISTER_BITS=133
VIAS=9020
WL_MM=20.9
GLOBALROUTETOTALUTIL=0.168
DIE-AREA_SQ_UM=25300
DRV_CAP=0
PERIOD_MINUS_SLACK_PS=8760
PEAKVDDDROP_mV=0.163
POST_SYNTH_NUM_CELL_TYPES=99
LAYOUT.CELLS.MOST_COMMON_LIST='sky130_fd_sc_hd__nand2_1, sky130_fd_sc_hd__nor2_1, sky130_fd_sc_hd__dfxtp_1'
CRIT_PATH_FREQUENT_CELL='sky130_fd_sc_hd__ha_1'
CTS-ROOT-BUF='sky130_fd_sc_hd__clkbuf_16'
CRITPATHMAXSTAGEDELAY_PS=450
VIAS_IN_THE_FIRST_GLOBAL_ROUTE=8084
YOSYS-STAT-AREA_SQ_UM=9880
ROWS=57
CP_SLOWEST_CELL='sky130_fd_sc_hd__or2_2'
CLOCKPOWERSHARE=0.527
GRT_MAX_DEGREE=53
FINALPOWER_mW=1.29
ROUTE.DETAILED.WL_PER_INST_UM=12.5
YOSYS_WARNINGS=6
SYNTH.AREA.TOP_CELLS='sky130_fd_sc_hd__dfxtp_1, sky130_fd_sc_hd__ha_1, sky130_fd_sc_hd__nand2_1, sky130_fd_sc_hd__a21oi_1, sky130_fd_sc_hd__nor2_1'
AVGVIACOUNTPERCELL=5.39
FIN_AREA_SQ_UM=11400
LAYOUT_TOP_CELL='sky130_fd_sc_hd__nand2_1'
NETLIST.AREA_LEADER.SHARE=0.269
RUN_STATUS='finished clean'
MAXIMUM_FANOUT_COUNT_ALONG_THE_CRITICAL_PATH=17
PLACEMENT.IO_BUFFERS=50
FIN_SKEW_PS=5.93
CLK-INSERTION-DELAY-LATE_PS=410
PLACED_AREA_SQ_UM=10600
REPORT.FINAL.HOLD_VIOL_COUNT=0
COMBPWRFRAC=0.020
POWER.DENSITY_nW_PER_UM2=114
DIEHEIGHT_UM=159
FINAL_INSTANCE_COUNT_EXCL_FILLERS=1673
POST_ROUTE_CELLS_DRIVE_ABOVE_1_SHARE=0.0979
PLACE_HPWL_MM=14.4
GRT_PASS1_WL_MM=36.7
CRITPATHKIND='flop to primary output'
GRT_ANTENNA_BEFORE_REPAIR=0
HORIZONTAL_EXTENT_OF_THE_DIE_UM=159
FINALCLOCKPERIODUSAGE=0.953
SYNTHCELLS=1309
POSTCTSHOLDBUFS=0
FINAL_UTIL=0.469
R2R-START='gettimer.clk100hz[5]'
CP_DATA_ARRIVAL_TIME_PS=6920
SW_FRAC_OF_TOTAL=0.202
-- timing repair --
item / in CTS / in global routing
endpoints found under the hold margin: 0 / 0
pin swaps: 0 / 6
setup buffers: 0 / 7
gates resized: 3 / 17
endpoints found under the setup margin: 2 / 20
-- metal layers --
| metal | part of all wire | vias up | track usage |
|---|---|---|---|
| li1 | - | 4730 | - |
| met1 | 0.52 | 4130 | 0.261 |
| met2 | 0.45 | 147 | 0.263 |
| met3 | 0.028 | 13 | 0.0173 |
| met4 | 0.0070 | 0 | 0.0179 |
| met5 | 0 | - | 0 |
-- power groups by stage --
stage | Clock (mW) | Combinational [mW] | Sequential (mW)
4_1_cts | 0.697 | 0.0266 | 0.585
5_1_grt | 0.727 | 0.0294 | 0.585
6_report | 0.682 | 0.0262 | 0.585
-- state kept, by name, indices dropped and copies added, names as in the netlist, 2 cells and up --
register,cells
gettimer.second,8
ledb.clk100hz,20
seg.outputMil,8
gettimer.ms10,8
gettimer.clk100hz,20
seg.outputMin,8
seg.secBuf,8
ledb.ledState,2
gettimer.minute,8
seg.minBuf,8
seg.outputSec,8
ledb.led,4
seg.milBuf,8
-- worst paths after layout --
check	endpoint	cells after the start	slack, ps
setup / recovery	segMin1[3]	30	440
hold / removal	bsm.rsDelayed2	0	320
setup reg to reg	gettimer.second[5]	10	6180
hold reg to reg	bsm.rsDelayed2	0	320
-- synth_stat cells (all sizes together), types with 9 or more instances --
cell / count
or3: 9
nor3: 24
inv: 58
o21ai: 63
nor3b: 9
nor2: 154
a211oi: 17
dfxtp: 133
xnor2: 24
a21o: 9
a31oi: 17
nor2b: 24
and2: 10
a22oi: 9
xor2: 26
ha: 70
a311oi: 12
nand4: 14
or2: 12
mux2: 14
clkbuf: 45
a21oi: 125
mux2i: 28
o22ai: 14
o211ai: 12
nand2: 187
and3: 22
nand3: 39
buf: 17
-- through the flow --
step / worst slack, ps / setup TNS (ps) / hold slack (ps)
floorplan: 1480 / 0 / 310
global placement: 515 / 0 / 311
detailed placement: 314 / 0 / 312
CTS: 93.9 / 0 / 324
global route: -102 / -103 / 330
finish: 436 / 0 / 323
-- critical path, delay by kind of cell (launching register included) --
family	cells	cell delay [ps]
AND-OR/OR-AND	6	1320
XOR/XNOR	4	750
adder cells (fa/ha/maj)	6	1320
buffers and inverters	6	870
flip-flops	1	410
multiplexers	1	450
AND/OR/NAND/NOR	7	1380
-- cells by family after synthesis --
group / share of synthesized area
xor gates and xnor gates: 0.0458
buffers and inverters: 0.0523
AOI/OAI and AO/OA: 0.243
DFF: 0.269
muxes: 0.0477
adders and majority gates: 0.0886
and+or+nand+nor: 0.253
-- final cells by class --
class / count / area, sq um
Clock inverter: 10 / 128
Multi-Input combinational cell: 1052 / 6820
Clock buffer: 22 / 474
Fill cell: 2293 / 12900
Sequential cell: 133 / 2660
Timing Repair Buffer: 71 / 658
Tap cell: 324 / 405
Inverter: 61 / 229
Power figures rest on the tool's default switching activity, not on a simulated workload.
